==> design.v <==
module fpadd (
    clk, reset, start,
    a, b,
    sum, 
    done
);
    input clk, reset, start;
    input [31:0] a, b;
    output [31:0] sum;
    output done;
	reg [7:0] 	expa, expb, expr;
	reg [25:0] 	manta, mantb;
	reg [25:0]	mantr;
	reg [0:0] 	signa, signb, signr;
	reg 		done;
	reg [31:0]	sum;
	reg [4:0]	ctr;
	reg [3:0]	current_state;
always @(posedge clk)
	begin
		if(reset)
			begin
				current_state<=4'b1000;
				done <=0;
				ctr<=0;
				expr<=0;
				sum<=0;
				signa <= 0;
				signb <= 0;
				signr<=0;
				mantr<=26'b0;
				expa <= 0;
				expb <= 0;
				manta <= 0;
				mantb <= 0;
			end
		else if(start)
		    begin
		        current_state<=4'b0000;
		        done <=0;
		        ctr<=24;
		        expr<=0;
		        sum<=0;
		        signa <= a[31];
		        signb <= b[31];
		        signr<=0;
		        mantr<=26'b0;
		        expa <= a[30:23];
		        expb <= b[30:23];
		        manta <= {3'b001, a[22:0]};
		        mantb <= {3'b001, b[22:0]};
		    end
        	else
		    begin
			    if(current_state==4'b0000)
				    begin
					    if(expa==8'b11111111)
						begin
							mantr<=manta;
							expr<=expa;
							signr<=signa;
							current_state<=4'b0111;
						end
                        else if(expb==8'b11111111)
						begin
							mantr<=mantb;
							expr<=expb;
							signr<=signb;
							current_state<=4'b0111;
						end
                        else if((expb == 0) && (mantb[22:0] == 0))
						begin
							mantr<=manta;
							expr<=expa;
							signr<=signa;
							current_state<=4'b0111;
						end
                        else if((expa == 0) && (manta[22:0] == 0))				
						begin
							mantr <=mantb;
							expr<=expb;
							signr<=signb;
							current_state<=4'b0111;
						end
                        else
                            begin
                                current_state<=4'b0001;
                            end
                    end    
			    else if(current_state==4'b0001)
				    begin
                        if(signa)
                            begin
                                manta<= ~manta +1;
                            end
                        if(signb)
                            begin
                                mantb<= ~mantb +1;
                            end
                                current_state<=4'b0010;
                    end    
                else if(current_state==4'b0010)
                    begin
					   	if(expa==expb)
						begin
							expr<= expb;
                            current_state<=4'b0011;	
						end	
                        else if(expa>expb)
                        begin
                            mantb <= {signb, mantb[25:1]};
                            expb<=expb+1;
                            current_state<=4'b0010;
                        end	
                        else if(expb>expa)
                        begin
                            manta <= {signa, manta[25:1]};
                            expa<=expa+1;
                            current_state<=4'b0010;
                        end
                    end
                else if(current_state==4'b0011)
                    begin               
                        mantr<= manta+mantb;
                        current_state<=4'b0100;
                    end 
                else if(current_state==4'b0100)   
                        begin
                            if(mantr[25])
                                begin
                                    signr<=1;
                                    mantr<= -mantr;
                                    current_state<=4'b0101;
                                end
                            else
                                begin
                                    signr<=0;
                                    current_state<=4'b0101;
                                end
                        end
                else if(current_state==4'b0101)
                        begin
                            if(mantr==0)
                                begin
                                    expr<=0;
                                    current_state<=4'b0111;
                                end
                            else if(mantr[24])
                                begin
                                    mantr <= mantr >> 1;
                                    expr <= expr + 1;
                                    current_state<=4'b0111;
                                end
                            else if(mantr[23])
                                begin
                                    current_state<=4'b0111;
                                end
                            else
                                begin
                                    current_state<=4'b0110;
                                end
                        end
                else if(current_state==4'b0110)
                        begin
                            if(mantr[23]==0)
                                begin
                                    mantr<=mantr<<1;
                                    expr<=expr-1;
                                    current_state<=4'b0110;
                                end
                            else
                                begin
                                   current_state<=4'b0111;                                    
                                end	
                        end
                else if(current_state==4'b0111)
                    begin
                        sum<={signr,expr,mantr[22:0]};
                        done<=1;
                    end
			end
	end
endmodule
==> run.sh <==
#!/bin/bash
# OpenROAD 26Q1-2900-gdf79404cd8, Yosys 0.63+post, stock flow scripts
make -C /OpenROAD-flow-scripts/flow DESIGN_CONFIG=/design/flow/config.mk WORK_HOME=/design/flow/orfs finish
==> config.mk <==
export PLATFORM = sky130hd
export DESIGN_NAME = fpadd
export DESIGN_NICKNAME = fpadd
export VERILOG_FILES = /design/flow/design.v
export SDC_FILE = /design/flow/constraint.sdc
export NUM_CORES = 4
export LEC_CHECK = 1
export CORE_UTILIZATION = 50
==> constraint.sdc <==
current_design fpadd

set clk_period 12.8
set clk_io_pct 0.2

create_clock -name clk0 -period $clk_period [get_ports {clk}]

set non_clock_inputs [all_inputs -no_clocks]
set_input_delay [expr $clk_period * $clk_io_pct] -clock clk0 $non_clock_inputs
set_output_delay [expr $clk_period * $clk_io_pct] -clock clk0 [all_outputs]
==> flow_metrics.py <==
# Auto-generated metrics
metrics = {
    "critical_path": {
        "reg2reg_depth": 11,
        "worst_ep_required_time_ps": 13120,
        "critPathCaptureType": "register",
        "r2r_start": "mantb[1]",
        "cp-start-kind": "primary input",
        "crit_path_max_fanout": 60,
        "crit_arrival_ps": 5260,
        "critical_path.startpoint": "start",
        "critPathKind": "in -> reg",
    },
    "global_route": {
        "grt_usage_pct": 31.46,
        "gr-usage-met3_pct": 5.284,
        "grt_max_degree": 61,
        "busiest_layer": "met1",
        "grt_pass1_vias": 9901,
        "grt_util_met1_pct": 51.98,
        "grt_antenna_before_repair": 0,
        "gr-total-overflow": 0,
        "grt_pass1_wl_um": 54860,
        "met2_usage_pct": 43.40,
    },
    "timing": {
        "finClkSkew_ps": 14.81,
        "finalCriticalPeriod_ps": 4937,
        "rsz0062_at_grt": "no",
        "max_slew_margin_pct": 47.22,
        "worst_slack_ps": 7863,
        "finalHoldViolCount": 0,
        "worst_pin_slew_ps": 789.8,
        "timing.fmax_mhz": 202.6,
        "finalClockPeriodUsage_pct": 38.57,
        "maxSlewViolCount": 0,
        "setup_viol": 0,
        "fin_tns_setup_ps": 0,
        "worst_hold_slack_ps": 450.9,
    },
    "routing": {
        "routed_wirelength_um": 34490,
        "dr.pass1.iters": 5,
        "diodes": 0,
        "wire_per_inst_um": 18.67,
        "final_antenna_net_count": 0,
        "drcViolationCount": 0,
        "drt_iter0_markers": 821,
        "viasPerCell": 6.136,
        "routed-via-count": 11330,
    },
    "synthesis": {
        "synthCells": 1528,
        "syn_area_sq_um": 11150,
        "ys_ff": 146,
        "postSynthSeqShare_pct": 26.21,
        "synth-edff-count": 0,
        "ys_chip_area_sq_um": 11150,
        "ys_dominant_reg_cell": "dfxtp_1",
        "yosysWarnings": 1,
        "yosys_cells": 1528,
        "synth_area_per_cell_sq_um": 7.298,
        "async_flop_share_pct": 0,
        "yosys.cell_types.count": 78,
    },
    "placement": {
        "dp_hpwl_um": 24450,
        "place.gp.congestion": 0.9392,
        "place_area_sq_um": 12210,
        "preCtsSetupSlack_ps": 7433,
        "portBuffers": 99,
    },
    "min_path": {
        "hold_class": "reg -> reg",
        "min_path_cells": 2,
        "hold_path.startpoint": "sum[14]",
    },
    "clocking": {
        "cts_root_buffer": "clkbuf_16",
        "cts_resized": 0,
        "cts_setup_buffers": 0,
        "cts_sinks": 146,
        "numCtsBuffers": 17,
        "hold_buffers": 0,
        "clock_latency_ps": 430,
        "path_clk_slew_ps": 60,
        "cts_tree": "done",
        "cts_max_level": 4,
        "cts_buffer_depth": 2,
    },
    "run": {
        "tool_warnings": 29,
        "cap_viol_max_count": 0,
    },
    "floorplanning": {
        "fp.dieW_um": 151.3,
        "io_pins": 100,
        "core_region_area_sq_um": 21820,
        "fp_util_pct": 51.10,
        "die_area_sq_um": 22910,
        "die_h_um": 151.3,
        "row_count": 54,
    },
    "finish": {
        "lay_top_cells": "229 x nand2_1, 144 x a21oi_1, 144 x dfxtp_1",
        "layout-drive-gt1-share_pct": 6.828,
        "lay_top_count": "nand2_1",
        "syn_to_final_growth_pct": 14.87,
        "stdcell_area_sq_um": 12810,
    },
    "pwr": {
        "vdd_drop_max_mv": 0.08186,
        "power.leakage_nw": 4.779,
        "p_per_area_nw_per_um2": 98.49,
    },
    "status": {
        "status": "completed",
    },
}
worst paths after layout:
path                                  end  slack [ps]
worst max-delay path             mantr[0]        7860
worst min-delay path              sum[14]         450
worst max register to register  mantr[16]        8700
worst min register to register    sum[14]         450
stage by stage:
step           util, %  instances  power (mW)
4_1_cts          58.70       1847       1.263
3_5_place_dp     55.96       1816      0.7413
6_report         58.70       1847       1.262
5_1_grt          58.70       1847       1.314
2_1_floorplan        -       1528      0.6669
3_3_place_gp     55.96       1816      0.7408
cells in the mapped netlist (7+ instances only):
library cell  count  area [sq um]
nand2_1         230         863.3
dfxtp_1         146          2923
a21oi_1         144         720.7
nor2_1          115         431.7
o21ai_0         104         520.5
clkbuf_1         94         352.8
mux2i_1          63         630.6
nor3_1           51         255.2
inv_1            48         180.2
ha_1             42         525.5
xnor2_1          39         341.6
nand3_1          38         190.2
a211oi_1         25         187.7
a221oi_1         23         201.4
xor2_1           23         201.4
nor4_1           21         131.4
nor2b_1          20         125.1
nand4_1          16         100.1
a31o_2           15         131.4
a31oi_1          15         93.84
a21o_1           14         105.1
o211ai_1         14         105.1
or3_1            12         75.07
and3_1           11         68.82
nand2b_1         11         68.82
buf_1            10         37.54
o31ai_1          10         75.07
mux2_2            9         101.4
a2111oi_0         8         70.07
and2_1            8         50.05
nand3b_1          8         60.06
nor3b_1           8         60.06
or4_1             8         60.06
a311oi_1          7         61.31
o221ai_1          7         61.31
o311ai_0          7         61.31
per-layer routing:
layer | vias to the layer above | share of wire (%) | routed length [um]
li1 | 5654 | - | -
met5 | - | 0 | 0
met4 | 0 | 1.8 | 637
met1 | 5233 | 50 | 17280
met3 | 40 | 6.6 | 2261
met2 | 407 | 41 | 14310
cell families (layout without fill, tap and decap cells):
kind of cell               after synthesis  count (layout)  share of synthesized area [%]
and+or+nand+nor                        576             576                          24.23
AOI/OAI and AO/OA                      468             468                          27.48
buffers and inverters                  161             200                          5.756
DFF                                    146             146                          26.21
muxes                                   72              72                          6.563
xor gates and xnor gates                62              62                          4.869
adders and majority gates               43              43                          4.892
flip-flops by register name, summed over array words and instances (netlist names):
| register | flops |
|---|---|
| current_state | 8 |
| done | 1 |
| expa | 8 |
| expb | 8 |
| expr | 8 |
| manta | 26 |
| mantb | 26 |
| mantr | 26 |
| signa | 1 |
| signb | 1 |
| signr | 1 |
| sum | 32 |
layout make-up:
type                    instances  area [sq um]
fillers                      2054          9014
multi-input cells            1221          7611
flip-flops and latches        146          2928
repair buffers                120          1139
clock buffers                  19         452.9
well taps                     280         350.3
inverters                      49         183.9
clock inverters                12         145.1
where the power goes:
part,internal (mW),total [mW],switching (mW)
Combinational,0.0995,0.235,0.135
Sequential,0.469,0.503,0.0344
Clock,0.302,0.524,0.222
Total,0.870,1.26,0.392
critical path: stages:
cell and delay, ps:
buf_2 450, buf_4 500, inv_2 420, nand2_2 260, buf_4 600, a2111oi_0 140, a31o_2 250
No activity file was given, so power comes from the tool's default toggle rates.
